==> design/flow/run.sh <==
#!/bin/bash
# OpenROAD 26Q1-2900-gdf79404cd8, Yosys 0.63+post, stock flow scripts
make -C /OpenROAD-flow-scripts/flow DESIGN_CONFIG=/design/flow/config.mk WORK_HOME=/design/flow/orfs finish
==> design/flow/config.mk <==
export PLATFORM = sky130hd
export DESIGN_NAME = SFIFO
export DESIGN_NICKNAME = SFIFO
export VERILOG_FILES = /design/flow/design.v
export SDC_FILE = /design/flow/constraint.sdc
export NUM_CORES = 4
export LEC_CHECK = 1
export CORE_UTILIZATION = 30
==> design/flow/constraint.sdc <==
current_design SFIFO

set clk_period 68.0
set clk_io_pct 0.2

create_clock -name clk0 -period $clk_period [get_ports {clk}]

set non_clock_inputs [all_inputs -no_clocks]
set_input_delay [expr $clk_period * $clk_io_pct] -clock clk0 $non_clock_inputs
set_output_delay [expr $clk_period * $clk_io_pct] -clock clk0 [all_outputs]
==> design/flow/design.v <==
module SFIFO #(parameter Depth = 512, Width = 8)
(clk,reset,WRData,FIFORdReq,FIFOWrReq,RDData,FIFOFull,FIFOEmpty);
    localparam AddrLines = $clog2(Depth);
    input clk,reset,FIFORdReq,FIFOWrReq;
    input [Width-1:0]WRData;
    output [Width-1:0]RDData;
    output FIFOFull,FIFOEmpty;
    wire RdEn_W,WrEn_W;
    wire[AddrLines-1:0]RdAddr_W,WrAddr_W;
    wire[AddrLines:0]SyncWrAddr_W,SyncRdAddr_W;    
    FIFORdControl #(.AddrLines(AddrLines))RdControl
    (.clk(clk),.reset(reset),.FIFORdReq(FIFORdReq),.SyncWrAddr(SyncWrAddr_W),.RdEn(RdEn_W),
    .FIFOEmpty(FIFOEmpty),.RdAddr(RdAddr_W),.SyncRdAddr(SyncRdAddr_W));
    FIFOWrControl #(.AddrLines(AddrLines))WrControl
    (.clk(clk),.reset(reset),.FIFOWrReq(FIFOWrReq),.SyncRdAddr(SyncRdAddr_W),.WrEn(WrEn_W),
    .WrAddr(WrAddr_W),.SyncWrAddr(SyncWrAddr_W),.FIFOFull(FIFOFull));
    SSRAM #(.Depth(Depth),.Width(Width))SSRAM
    (.clk(clk),.WrData(WRData),.WrEn(WrEn_W),.WrAddr(WrAddr_W),.RdData(RDData),
    .RdEn(RdEn_W),.RdAddr(RdAddr_W));
endmodule
module FIFORdControl#(parameter AddrLines = 8)
(clk,reset,FIFORdReq,SyncWrAddr,RdEn,FIFOEmpty,RdAddr,SyncRdAddr);
    input clk,reset,FIFORdReq;
    input [AddrLines:0]SyncWrAddr;
    output RdEn,FIFOEmpty;
    output [AddrLines-1:0]RdAddr;
    output reg [AddrLines:0] SyncRdAddr;
    assign FIFOEmpty = (SyncWrAddr == SyncRdAddr);
    assign RdEn = (FIFORdReq && (!FIFOEmpty));
    always@(posedge clk or posedge reset)
    begin
        if(reset)
            SyncRdAddr <= 0;
        else if (FIFORdReq && (!FIFOEmpty))
            SyncRdAddr <= SyncRdAddr + 1;         
    end
    assign RdAddr = SyncRdAddr[AddrLines-1:0];
endmodule
module FIFOWrControl #(parameter AddrLines = 8)
(clk,reset,FIFOWrReq,SyncRdAddr,WrEn,WrAddr,SyncWrAddr,FIFOFull);
    input clk,reset,FIFOWrReq;
    input[AddrLines:0]SyncRdAddr;
    output WrEn;
    output [AddrLines-1:0]WrAddr;
    output reg [AddrLines:0]SyncWrAddr;
    output FIFOFull;    
    assign FIFOFull = (SyncWrAddr == {~SyncRdAddr[AddrLines],SyncRdAddr[AddrLines-1:0]});
    assign WrEn = (FIFOWrReq&&(!FIFOFull));
    always@(posedge clk or posedge reset)
    begin
        if(reset)
            SyncWrAddr<=0;
        else if(FIFOWrReq&&(!FIFOFull))
            SyncWrAddr <= SyncWrAddr+1; 
    end
   assign WrAddr = SyncWrAddr[AddrLines-1:0];
endmodule
module SSRAM #(parameter Depth = 512, Width = 8)
(clk,WrData,WrEn,WrAddr,RdData,RdEn,RdAddr);
    localparam AddrLines = $clog2(Depth);
    input clk,WrEn,RdEn;
    input [Width-1:0]WrData;
    input [AddrLines-1:0] WrAddr,RdAddr;
    output reg [Width-1:0]RdData;
    reg [Width-1:0]MEM[0:Depth-1];
    always@(posedge clk)
    begin
        if(WrEn)
            MEM[WrAddr] <= WrData;
    end
    always@(posedge clk)
    begin
        if(RdEn)
            RdData <= MEM[RdAddr];
    end
endmodule
==> results.cfg <==
; implementation run metrics
[status]
status = finished clean

[finish]
mostFrequentLayoutCells = edfxtp_1, mux4_2, nor2_1
syn_to_final_growth_pct = 13.99
fin_area_sq_um = 182700
drive_above_1_share_pct = 23.30
fillers = 48330
final_util_pct = 34.31
lay_top_count = edfxtp_1

[worst_setup_path]
path_max_fanout = 36
cpMaxStageDelayCell = dfrtp_4
crit_path_start_kind = register
crit_start = RdControl.SyncRdAddr[0]
crit_arrival_ps = 3740
cp.required_ps = 54400
path_buffers = 1
slowest_delay_ps = 870
path_cells = xor2_1, nor4_1, nand3_1, nor2_1, clkdlybuf4s50_1
timing.rr.start = RdControl.SyncRdAddr[0]
r2r_cells = 14
path_class = reg -> out
cp_top_family = simple AND/OR/NAND/NOR gates
cp-end-kind = output pin
crit_cells = 5

[grt]
grt_use_total_pct = 19.22
grt_max_degree = 105
grt_pass1_wl_microns = 682500
antenna_found_initial = 23
grt_overflow_total = 0
grt_pass1_vias = 91970

[min_path]
hold_path.class = reg -> reg
min_from = WrControl.SyncWrAddr[9]
min_path_cells = 1

[timing]
rsz0062_at_grt = false
fin_ws_ps = 50660
period_needed_ps = 17340
setup_viol = 0
fin_tns_setup_ps = 0
relSlewSlack_pct = 11.20
max_slew.worst_pin.slew_ps = 1298
finalCritPeriodShare_pct = 25.50
fmax_mhz = 57.68
fin_skew_ps = 45.92
hold_viol = 0
drv_slew = 0

[place]
dpl_cell_area_sq_um = 169400
dp_hpwl_microns = 302000
pre_cts_ws_ps = 50260
io_buffers = 21
gp_congestion = 0.9633

[synthesis]
yosys_warnings = 3
synth_seq_share_pct = 77.20
postSynthAreaPerCell_sq_um = 21.13
ys_ff = 4124
ff_type = edfxtp_1
syn_inst = 7585
syn_area_sq_um = 160300
synth_cell_types = 88
yosysChipArea_sq_um = 160300
async_reset_ff_share_pct = 0.4850
yosys-stat-cells = 7585
edf_count = 4104

[clocking]
clock_latency_ps = 990
cts_setup_buffers = 0
cts_buffers = 408
htreeDepth = 5
cts_sinks = 4124
cts_tree = yes
hold_buffers = 0
clkSlewWorstSetupHoldPaths_ps = 60
cts-root-buf = clkbuf_16
post_cts_resized = 0
clock_path_buffers = 4

[detailed_routing]
num_vias = 80970
wirelength_microns = 485100
firstDrtPassIters = 8
drtAntennaViolNets = 0
drc = 0
via_per_inst = 5.311
drt_iter0_markers = 5995
wl_per_cell_microns = 31.82

[pwr]
power_w = 0.007292
peakVddDrop_mv = 0.04064
powerDensity_nw_per_um2 = 39.91
leakagePower_nw = 55.61

[floorplan]
die_area_sq_um = 537200
io_pins = 22
fp_util_pct = 30.10
die.size.y_microns = 733.0
row_count = 268
die_width_microns = 733.0
fp.coreArea_sq_um = 532500

[flow_run]
max-cap-violations = 0
stage_log_warnings = 41
cell usage after synthesis (8+ instances only):
cell	n	area, sq um
buf_2	157	785.8
mux2i_1	346	3463
o31ai_1	12	90.09
and2_1	10	62.56
dfrtp_1	20	500.5
a2111oi_0	13	113.9
o221ai_1	57	499.2
mux4_2	905	20380
a22oi_1	103	773.2
edfxtp_1	4104	123200
xor2_1	13	113.9
clkbuf_1	179	671.9
nor3_1	30	150.1
buf_4	58	435.4
a22o_1	24	210.2
a211oi_1	34	255.2
and3_1	8	50.05
nor4_1	10	62.56
nor2_1	577	2166
xnor2_1	14	122.6
buf_8	12	180.2
o21ai_0	91	455.4
mux2_2	14	157.7
a221oi_1	70	613.1
inv_1	11	41.29
a21oi_1	120	600.6
nand3_1	53	265.3
o211ai_1	19	142.6
mux4_1	16	420.4
buf_6	50	563.0
o22ai_1	54	337.8
a31oi_1	22	137.6
nand2_1	199	747.0
buf_1	16	60.06
nor2b_1	17	106.4
stage by stage:
| step | hold slack [ps] | std cells |
|---|---|---|
| 5_1_grt | 524.1 | 15230 |
| 2_1_floorplan | 464.1 | 7585 |
| 6_report | 496.9 | 15250 |
| 4_1_cts | 494.6 | 15220 |
| 3_3_place_gp | 477.6 | 14480 |
| 3_5_place_dp | 482.0 | 14480 |
sequential cells by signal (all words and copies together), names as in the netlist:
signal                flops
RdControl.SyncRdAddr     10
SSRAM.MEM              4096
SSRAM.RdData              8
WrControl.SyncWrAddr     10
metal layers:
metal  up-vias  global-route usage [%]  share of wire [%]
met5         -                   3.667               0.57
met4        81                   6.963                4.6
met3      1036                   19.40                 22
met2      7305                   27.37                 45
met1     40210                   18.05                 29
li1      32340                       -                  -
report_power, final:
part	internal (W)	switching (W)	total, W
sequential	0.00282	0.0000358	0.00285
combinational	0.000784	0.00141	0.00220
clock	0.00128	0.000959	0.00224
total	0.00488	0.00241	0.00729
final cells by class:
type,instances,area (sq um),share of cell area (%)
Sequential cell,4124,123800,67.74
Multi-Input combinational cell,2967,33960,18.58
Clock buffer,486,10630,5.817
Tap cell,7020,8783,4.807
Timing Repair Buffer,353,2843,1.556
Clock inverter,257,2604,1.425
Inverter,14,67.56,0.03698
Antenna cell,26,65.06,0.03561
final timing paths:
kind	endpoint	slack [ps]
max	FIFOEmpty	50660
max reg2reg	SSRAM.RdData[3]	60110
min reg2reg	WrControl.SyncWrAddr[9]	500
min	WrControl.SyncWrAddr[9]	500
max in group asynchronous	RdControl.SyncRdAddr[7]	54690
min in group asynchronous	RdControl.SyncRdAddr[3]	13000
worst register-to-register path: stages, from the launching register on:
cell     delay, ps
dfrtp_4        870
buf_12         480
buf_4          620
buf_12         600
buf_4          570
buf_4          680
buf_4          570
buf_4          530
mux4_2         590
a22oi_1        260
a21oi_1        180
or4_1          750
o32ai_1        600
a32oi_1        120
buf_4          230
cell families (layout without fill, tap and decap cells):
kind of cell / count (synthesis) / count (layout) / share of synthesized area, %
muxes: 1281 / 1281 / 15.24
other: 0 / 26 / 0
AOI/OAI and AO/OA: 700 / 700 / 3.106
buffers and inverters: 494 / 1110 / 1.784
xor gates and xnor gates: 27 / 27 / 0.1475
DFF: 4124 / 4124 / 77.20
and+or+nand+nor: 954 / 954 / 2.489
adders and majority gates: 5 / 5 / 0.03903
