==> config.mk <==
export PLATFORM = sky130hd
export DESIGN_NAME = AFIFOWRControl
export DESIGN_NICKNAME = AFIFOWRControl
export VERILOG_FILES = /design/flow/design.v
export SDC_FILE = /design/flow/constraint.sdc
export NUM_CORES = 4
export LEC_CHECK = 1
export CORE_AREA = 10 10 87 87
export DIE_AREA = 0 0 97 97
==> constraint.sdc <==
current_design AFIFOWRControl

set clk_period 3.2
set clk_io_pct 0.2

create_clock -name clk0 -period $clk_period [get_ports {WRclk}]

set non_clock_inputs [all_inputs -no_clocks]
set_input_delay [expr $clk_period * $clk_io_pct] -clock clk0 $non_clock_inputs
set_output_delay [expr $clk_period * $clk_io_pct] -clock clk0 [all_outputs]
==> design.v <==
module AFIFOWRControl #(parameter AddrLines = 3)(WRclk,reset,WRreq,GrayRDaddr,WRaddr,WRen,GrayWRaddr,FIFOfull);
	input WRclk,reset,WRreq;
	input[AddrLines:0]GrayRDaddr;
	output WRen,FIFOfull;
	output[AddrLines-1:0]WRaddr;
	output reg[AddrLines:0]GrayWRaddr;
	reg[AddrLines:0] GrayRDsync1,GrayRDsync2;			 
	reg[AddrLines:0]	BinWRaddr;								 
	wire[AddrLines:0] BinWRaddr_Next,GrayWRaddr_Next;	 
	always@(posedge WRclk or posedge reset)		 
	begin
		if(reset)
		begin
			GrayRDsync1 <= 0;
			GrayRDsync2 <= 0;
		end
		else
		begin
			GrayRDsync1 <= GrayRDaddr;
			GrayRDsync2 <= GrayRDsync1;
		end
	end
	assign FIFOfull = (GrayWRaddr == ({~GrayRDsync2[AddrLines],~GrayRDsync2[AddrLines-1],GrayRDsync2[AddrLines-2:0]}));	 
	assign WRen = WRreq&(!FIFOfull);			 
	assign BinWRaddr_Next = (WRreq&(!FIFOfull)) ? BinWRaddr+1 : BinWRaddr;		 
	assign GrayWRaddr_Next = BinWRaddr_Next ^ (BinWRaddr_Next>>1);  
	assign WRaddr = BinWRaddr[AddrLines-1:0];		 
	always@(posedge WRclk or posedge reset)
	begin
		if(reset)
		begin
			GrayWRaddr <= 0;
			BinWRaddr <= 0;
		end
		else
		begin
			GrayWRaddr <= GrayWRaddr_Next;
			BinWRaddr <= BinWRaddr_Next;
		end
	end
endmodule
==> run.sh <==
#!/bin/bash
# OpenROAD 26Q1-2900-gdf79404cd8, Yosys 0.63+post, stock flow scripts
make -C /OpenROAD-flow-scripts/flow DESIGN_CONFIG=/design/flow/config.mk WORK_HOME=/design/flow/orfs finish
==> results.cfg <==
; generated from flow reports
[status]
run_status = complete, no violations

[run]
warnings = 25
drv.max_cap_violation_count = 0

[min_path]
worstHoldPathCells = 0
min-delay-path-class = flop to flop
hold_path_startpoint = GrayRDsync1[0]
hold-path-endpoint = GrayRDsync2[0]

[pwr]
leakage_nw = 0.362
vdd.ir_drop.worst_uv = 454
cellPowerDensity_mw_per_mm2 = 876

[final_timing]
timing.final.hold_violations = 0
timing.final.crit_period_ns = 2.62
final.setup_skew_ns = 0.00306
max_slew.worst_pin.slew_ns = 0.577
clock.fmax_mhz = 382
rsz0062_at_grt = false
setup_tns_ns = 0
slew_viol_final = 0
timing.final.setup_violations = 0
finalCritPeriodShare_pct = 81.8
timing.max_slew.rel_slack_pct = 61.4

[floorplanning]
chipHeight_um = 97
pin_count = 16
core_util_floorplan_pct = 10.8
die_area_mm2 = 0.00941
die-width_um = 97
core.rowCount = 27
core_area_mm2 = 0.00564

[final_layout]
area.growth.synth_to_final_pct = 47.0
fillerInstances = 609
fin_util_pct = 15.9
drive_gt1_share_pct = 9.52
final-instance-count-excl-fill = 135

[critical_path]
setup.reg_to_reg.worst_slack_ns = 1.47
critical_path.n_buffers_inverters = 2
setup.worst_path.start_class = flop
critical_path.max_stage_delay_ns = 0.58
crit_family = AND-OR/OR-AND gates
timing.rr.end = GrayWRaddr[0]
critical_path_peak_fanout = 8
timing.critical_path.to_type = output port
timing.critical_path.cells = xnor2_1 > o41ai_4 > inv_1 > clkdlybuf4s50_1
worst_path_max_delay_cell = sky130_fd_sc_hd__o41ai_4
arrival_worst_endpoint_ns = 1.98
ff2ff_path_depth = 4
kind_of_critical_path = flop to output port
worst-endpoint-required_ns = 2.56
startpoint_of_the_worst_slack_reg_to_reg_timing_path = GrayWRaddr[3]

[clock_tree]
cts_tree = done
post-cts-setup-buffers = 0
clk_transition_reported_paths_ns = 0.06
tritoncts_num_sinks = 15
cts_hold_buffers = 0
clockRootBuffer = sky130_fd_sc_hd__clkbuf_8
clk_latency_ns = 0.24
clock_path_buffers = 2
post_cts_resize_count = 0
cts_max_level = 1
tritoncts.num_buffers = 3

[synth]
mappedNetlistArea_um2 = 609
synth.ff_latch_count = 15
ys_warn_count = 1
synthTopCellsByCount = sky130_fd_sc_hd__dfrtp_1 (15), sky130_fd_sc_hd__xnor2_1 (6), sky130_fd_sc_hd__xor2_1 (5)
edff_count_synth = 0
yosys_cells = 44
top_area_cell = sky130_fd_sc_hd__dfrtp_1
top_cells_by_area_in_the_synthesized_netlist = sky130_fd_sc_hd__dfrtp_1 (62%), sky130_fd_sc_hd__xnor2_1 (8.6%), sky130_fd_sc_hd__xor2_1 (7.2%)
yosys.area.top_type_share_pct = 61.6
synth-seq-area-share_pct = 61.6
netlist_instances = 44
synthFlopType = sky130_fd_sc_hd__dfrtp_1
synth_dominant_cell_count = sky130_fd_sc_hd__dfrtp_1
avgSynthCellArea_um2 = 13.8
number_of_distinct_library_cells_after_synthesis = 16
ys_area_um2 = 609
async_reset_ff_share_pct = 100

[detailed_routing]
antenna_cells_inserted = 0
wirelength_um = 1210
dr.first_iter.drc_count = 5
post_drt_wl_per_cell_um = 8.93
antenna_violating_nets_post_route = 0
drt_pass1_iterations = 3
residual_drc = 0
vias = 372
avgViaCountPerCell = 2.76

[place]
gpl.final_weighted_congestion = 0.681
placed_cells = 131
buffer_ports.inserted = 15
dp_hpwl_um = 999

[global_routing]
via_count_of_the_first_global_routing_pass = 417
antenna_violations_before_repair = 0
grt_start_max_net_pins = 16
grt_pass1_wl_um = 2020
grt_use_total_pct = 2.57
overflow = 0
==> worst max-delay path by stage <==
stage         depth (start not counted)     startpoint    to  slack, ns
finish                                4  GrayWRaddr[3]  WRen       0.58
CTS                                   4  GrayWRaddr[3]  WRen       0.57
global route                          4  GrayWRaddr[3]  WRen       0.46
==> stage by stage <==
| step | hold slack (ns) | area (um2) | setup slack, ns | total power [mW] |
|---|---|---|---|---|
| 2_1_floorplan | 0.331 | 609 | 1.43 | 0.491 |
| 3_3_place_gp | 0.336 | 850 | 0.690 | 0.644 |
| 3_5_place_dp | 0.335 | 850 | 0.699 | 0.651 |
| 4_1_cts | 0.343 | 896 | 0.571 | 0.801 |
| 5_1_grt | 0.347 | 896 | 0.461 | 0.851 |
| 6_report | 0.342 | 896 | 0.583 | 0.785 |
==> routing by layer <==
layer	GRT usage, %	share of wire, %	vias up
li1	-	-	184
met1	3.10	45	174
met2	3.83	44	14
met3	1.79	11	0
met4	0.113	0	0
met5	0	0	-
==> cells in the final DEF, fill, tap and decap left out <==
cell / n
sky130_fd_sc_hd__clkbuf_8: 3
sky130_fd_sc_hd__mux2i_1: 2
sky130_fd_sc_hd__xnor2_1: 6
sky130_fd_sc_hd__o41a_1: 1
sky130_fd_sc_hd__nor2_1: 1
sky130_fd_sc_hd__inv_1: 3
sky130_fd_sc_hd__ha_1: 1
sky130_fd_sc_hd__nand3_1: 1
sky130_fd_sc_hd__xor2_1: 5
sky130_fd_sc_hd__and2_1: 1
sky130_fd_sc_hd__o41ai_4: 1
sky130_fd_sc_hd__nor4_1: 1
sky130_fd_sc_hd__o22ai_1: 1
sky130_fd_sc_hd__o21ai_0: 1
sky130_fd_sc_hd__mux2_2: 1
sky130_fd_sc_hd__clkdlybuf4s50_1: 15
sky130_fd_sc_hd__nand2_1: 3
sky130_fd_sc_hd__clkinv_2: 1
sky130_fd_sc_hd__dfrtp_1: 15
==> cell type report <==
class / count / area, um2 / share of cell area (%)
sequential: 15 / 375 / 41.9
multi-input combinational: 26 / 223 / 24.9
timing repair buffer: 15 / 150 / 16.8
tap: 72 / 90.1 / 10.1
clock buffer: 3 / 41.3 / 4.61
inverter: 3 / 11.3 / 1.26
clock inverter: 1 / 5.00 / 0.559
==> report_power, final <==
part	internal, mW	switching (mW)
Clock	0.0860	0.0595
Combinational	0.199	0.133
Sequential	0.245	0.0619
==> logic make-up (layout without fill, tap and decap cells) <==
logic type / after synthesis / in the layout / synth area share [%]
AND-OR/OR-AND: 4 / 4 / 8.21
XOR/XNOR: 11 / 11 / 15.8
adder cells (fa/ha/maj): 1 / 1 / 2.05
buffers and inverters: 3 / 22 / 1.85
flip-flops: 15 / 15 / 61.6
multiplexers: 3 / 3 / 5.13
AND/OR/NAND/NOR: 7 / 7 / 5.34
==> sequential cells by signal (all words and copies together), names as in the netlist <==
name / cells
GrayWRaddr: 4
GrayRDsync2: 4
BinWRaddr: 3
GrayRDsync1: 4
Power is estimated from default activity; no workload was simulated.
