==> ./design.v <==
module AFIFORDControl #(parameter AddrLines = 3)(RDclk,reset,RDreq,GrayWRaddr,RDen,RDaddr,GrayRDaddr,FIFOempty);
	input RDclk,reset,RDreq;
	input[AddrLines:0]GrayWRaddr;
	output RDen,FIFOempty;
	output[AddrLines-1:0]RDaddr;
	output reg[AddrLines:0]GrayRDaddr;
	reg [AddrLines:0]GrayWRsync1,GrayWRsync2;
	reg [AddrLines:0]BinRDaddr;
	wire [AddrLines:0]BinRDaddr_next,GrayRDaddr_next;
	always@(posedge RDclk or posedge reset)		 
	begin
		if(reset)
		begin
			GrayWRsync1<=0;
			GrayWRsync2<=0;
		end
		else
		begin
			GrayWRsync1<=GrayWRaddr;
			GrayWRsync2<=GrayWRsync1;
		end
	end
	assign FIFOempty = (GrayWRsync2==GrayRDaddr);
	assign RDen = (RDreq&(!FIFOempty));
	assign BinRDaddr_next = (RDreq&(!FIFOempty)) ? BinRDaddr+1 : BinRDaddr; 
	assign GrayRDaddr_next = BinRDaddr_next ^ (BinRDaddr_next>>1);
	assign RDaddr = BinRDaddr[AddrLines-1:0];
	always@(posedge RDclk or posedge reset)
	begin
		if(reset)
		begin
			BinRDaddr<=0;
			GrayRDaddr<=0;
		end
		else
		begin
			BinRDaddr<=BinRDaddr_next;
			GrayRDaddr<=GrayRDaddr_next;
		end
	end
endmodule
==> ./run.sh <==
#!/bin/bash
# OpenROAD 26Q1-2900-gdf79404cd8, Yosys 0.63+post, stock flow scripts
make -C /OpenROAD-flow-scripts/flow DESIGN_CONFIG=/design/flow/config.mk WORK_HOME=/design/flow/orfs finish
==> ./config.mk <==
export PLATFORM = sky130hd
export DESIGN_NAME = AFIFORDControl
export DESIGN_NICKNAME = AFIFORDControl
export VERILOG_FILES = /design/flow/design.v
export SDC_FILE = /design/flow/constraint.sdc
export NUM_CORES = 4
export LEC_CHECK = 1
export CORE_AREA = 10 10 77 77
export DIE_AREA = 0 0 87 87
==> ./constraint.sdc <==
current_design AFIFORDControl

set clk_period 1.9
set clk_io_pct 0.2

create_clock -name clk0 -period $clk_period [get_ports {RDclk}]

set non_clock_inputs [all_inputs -no_clocks]
set_input_delay [expr $clk_period * $clk_io_pct] -clock clk0 $non_clock_inputs
set_output_delay [expr $clk_period * $clk_io_pct] -clock clk0 [all_outputs]
==> impl_metrics.toml <==
# implementation run metrics
[floorplan]
die_h_um = 87
fp_util_pct = 14.0
dieArea_um2 = 7570
die_w_um = 87
ios = 16
core_area_um2 = 4350
fp-row-count = 24

[clock_network]
cts_tree = "built"
clk_latency_ns = 0.24
numCtsBuffers = 3
clock_path_buffers = 2
cts.sinks = 15
path_clk_slew_ns = 0.05
htree_levels = 1
hold_buffers = 0
cts_root_buffer = "clkbuf_8"

[route]
antenna_cells = 0
drt-pass1-iter-count = 3
via_count = 399
wl_per_cell_um = 9.95
viasPerCell = 3.24
ant_nets = 0
drcViolationCount = 0
totalWireLength_um = 1220
first_iter_violations = 3

[logic_synthesis]
numSynthFlops = 15
postSynthSeqShare_pct = 61.6
synth.yosys.warnings = 1
synthCells = 44
ys_types = 16
ys_area_um2 = 609
syn-mean-instance-area_um2 = 13.8
yosysCellCount = 44
synthesis.area_um2 = 609

[min_path]
hp-class = "flop to flop"

[timing]
worstMarginPinSlew_ns = 0.533
min_period_ns = 1.81
finalSetupViolCount = 0
report.final.slew_viol_count = 0
relSlewSlack_pct = 64.4
finalClockPeriodUsage_pct = 95.5
finClkSkew_ns = 0.00161
fmax_mhz = 551
rsz0062_at_grt = "yes"
hold_viol = 0

[global_route]
grt_pass1_wl_um = 2240
grt_max_degree = 16
grtUsageTotal_pct = 3.67
grt-ovfl-total = 0
grt_antenna_before_repair = 0
grt_pass1_vias = 463

[place]
gp_congestion = 0.698
place_hpwl_um = 947
numPortBuffers = 15

[critical_path]
path_cells = "xor2_4 > o41ai_4 > inv_1 > clkbuf_2"
worstSetupPathType = "flop to primary output"
cp_max_fo = 3
worstPathArrival_ns = 1.43
worstSetupStartpointType = "flop"
slowest_stage = "dfrtp_1"
critPathMaxStageDelay_ns = 0.42
cp-end-kind = "primary output"
required_ns = 1.52

[power_and_ir_drop]
powerDensity_nw_per_um2 = 1530
power.total_mw = 1.49
irDropWorstVdd_v = 0.000688
power_leakage_nw = 0.411

[finish]
finish.utilization_pct = 22.3
drive_gt1_share_pct = 28.2
area_delta_synth_final_pct = 59.1

[flow_run]
warnings = 26
maxCapViolCount = 0

[status]
outcome = "finished, final reports clean"
[critical path, delay by kind of cell (launching register included)]
family | cells | cell delay (ns)
DFF | 1 | 0.42
AOI/OAI and AO/OA | 1 | 0.39
xor gates and xnor gates | 1 | 0.21
buffers and inverters | 2 | 0.17
[final cells by class]
cell class | instances | area [µm²]
Tap cell | 52 | 65.1
Fill cell | 448 | 3380
Clock buffer | 4 | 45.0
Multi-Input combinational cell | 26 | 272
Inverter | 3 | 11.3
Timing Repair Buffer | 23 | 200
Sequential cell | 15 | 377
[kinds of logic (layout without fill, tap and decap cells)]
family                     after synthesis  after routing  synth area share [%]
and+or+nand+nor                          7              7                  5.34
buffers and inverters                    3             30                  1.85
muxes                                    3              3                  5.13
DFF                                     15             15                  61.6
AOI/OAI and AO/OA                        4              4                  8.21
xor gates and xnor gates                11             11                  15.8
adders and majority gates                1              1                  2.05
[state kept, by name, summed over array words and instances (netlist names)]
name         flops
GrayWRsync2      4
BinRDaddr        3
GrayRDaddr       4
GrayWRsync1      4
[synthesized netlist by cell type, drive strengths merged]
cell type  instances  area (µm²)
and2               1        6.26
dfrtp             15         375
ha                 1        12.5
inv                3        11.3
mux2               1        11.3
mux2i              2        20.0
nand2              3        11.3
nand3              1        5.00
nor2               1        3.75
nor4               1        6.26
o21ai              1        5.00
o22ai              1        6.26
o41a               1        11.3
o41ai              1        27.5
xnor2              4        35.0
xor2               7        61.3
[routing by layer]
layer / part of all wire, % / vias up / global-route usage [%]
met5: 0 / - / 0
met4: 0 / 0 / 0.147
met3: 6.9 / 0 / 1.79
met2: 42 / 13 / 5.40
met1: 51 / 191 / 5.01
li1: - / 195 / -
[power by group]
| group | internal, mW | switching [mW] | leakage (nW) |
|---|---|---|---|
| registers | 0.415 | 0.112 | 0.175 |
| logic | 0.442 | 0.280 | 0.213 |
| clock network | 0.148 | 0.0910 | 0.0228 |
[final timing paths]
| check | start | to | slack [ns] | cells after the start |
|---|---|---|---|---|
| min | GrayWRsync1[0] | GrayWRsync2[0] | 0.35 | 0 |
| max reg2reg | GrayWRsync2[1] | GrayRDaddr[1] | 0.18 | 5 |
| max | GrayWRsync2[1] | RDen | 0.09 | 4 |
| min in group asynchronous | reset | GrayWRsync1[3] | 0.48 | 2 |
| max in group asynchronous | reset | GrayRDaddr[1] | 1.03 | 2 |
| min reg2reg | GrayWRsync1[0] | GrayWRsync2[0] | 0.35 | 0 |
[stage by stage]
step / hold WS [ns] / setup TNS (ns) / area [µm²] / worst slack, ns / cells
after detailed placement: 0.336 / -0.0178 / 847 / -0.0178 / 114
after CTS: 0.348 / 0 / 943 / 0.0209 / 121
final: 0.347 / 0 / 970 / 0.0861 / 123
after floorplan: 0.281 / 0 / 609 / 0.337 / 44
after global placement: 0.334 / -0.0184 / 847 / -0.0184 / 114
after global routing: 0.365 / -0.00535 / 970 / -0.00535 / 123
[cell usage in the layout, fill, tap and decap left out]
cell type / Yosys / routed
o21ai_0: 1 / 1
dfrtp_2: 0 / 1
dfrtp_1: 15 / 14
mux2i_1: 2 / 2
ha_1: 1 / 1
xor2_1: 7 / 4
nand3_1: 1 / 1
xor2_4: 0 / 1
xor2_2: 0 / 2
nor4_4: 0 / 1
nand2_1: 3 / 3
o41a_1: 1 / 1
mux2_2: 1 / 1
clkbuf_8: 0 / 3
buf_4: 0 / 8
and2_1: 1 / 1
clkdlybuf4s50_1: 0 / 13
clkbuf_1: 0 / 1
xnor2_1: 4 / 4
o41ai_4: 1 / 1
inv_1: 3 / 3
nor2_1: 1 / 1
clkbuf_2: 0 / 2
o22ai_1: 1 / 1
[timing repair]
item | in CTS | in global routing
endpoints found under the setup margin | 2 | 2
pin swaps | 4 | 2
hold endpoints to repair | 0 | 0
setup buffers | 3 | 2
resized | 7 | 6
No activity file was given, so power comes from the tool's default toggle rates.
